==> flow/design.v <==
`timescale 1ns / 1ps
module DFF ( writeEnable , writeData , data , clk , rst ) ;
    input wire writeEnable, writeData, clk , rst ;
    output reg data ;
    always @ ( posedge clk ) begin   
        if ( rst )  data <= 1'b0 ;   
        else if ( writeEnable )	data <= writeData ;  
    end
endmodule
`timescale 1ns / 1ps
module DFF_NEG ( writeEnable , writeData , data , clk , rst ) ;
    input wire writeEnable, writeData, clk , rst ;
    output reg data ;
    always @ ( negedge clk ) begin   
        if ( rst )  data <= 1'b0 ;   
        else if ( writeEnable )	data <= writeData ;  
    end
endmodule
`timescale 1ns / 1ps
module Register ( writeEnable , writeData , data , clk , rst ) ;
    input wire writeEnable, clk, rst ;
    input wire [31:0] writeData ;
    output wire [31:0] data ;
    DFF F00 (writeEnable, writeData[0], data[0], clk, rst) ;
    DFF F01 (writeEnable, writeData[1], data[1], clk, rst) ;
    DFF F02 (writeEnable, writeData[2], data[2], clk, rst) ;
    DFF F03 (writeEnable, writeData[3], data[3], clk, rst) ;
    DFF F04 (writeEnable, writeData[4], data[4], clk, rst) ;
    DFF F05 (writeEnable, writeData[5], data[5], clk, rst) ;
    DFF F06 (writeEnable, writeData[6], data[6], clk, rst) ;
    DFF F07 (writeEnable, writeData[7], data[7], clk, rst) ;
    DFF F08 (writeEnable, writeData[8], data[8], clk, rst) ;
    DFF F09 (writeEnable, writeData[9], data[9], clk, rst) ;
    DFF F10 (writeEnable, writeData[10], data[10], clk, rst) ;
    DFF F11 (writeEnable, writeData[11], data[11], clk, rst) ;
    DFF F12 (writeEnable, writeData[12], data[12], clk, rst) ;
    DFF F13 (writeEnable, writeData[13], data[13], clk, rst) ;
    DFF F14 (writeEnable, writeData[14], data[14], clk, rst) ;
    DFF F15 (writeEnable, writeData[15], data[15], clk, rst) ;
    DFF F16 (writeEnable, writeData[16], data[16], clk, rst) ;
    DFF F17 (writeEnable, writeData[17], data[17], clk, rst) ;
    DFF F18 (writeEnable, writeData[18], data[18], clk, rst) ;
    DFF F19 (writeEnable, writeData[19], data[19], clk, rst) ;
    DFF F20 (writeEnable, writeData[20], data[20], clk, rst) ;
    DFF F21 (writeEnable, writeData[21], data[21], clk, rst) ;
    DFF F22 (writeEnable, writeData[22], data[22], clk, rst) ;
    DFF F23 (writeEnable, writeData[23], data[23], clk, rst) ;
    DFF F24 (writeEnable, writeData[24], data[24], clk, rst) ;
    DFF F25 (writeEnable, writeData[25], data[25], clk, rst) ;
    DFF F26 (writeEnable, writeData[26], data[26], clk, rst) ;
    DFF F27 (writeEnable, writeData[27], data[27], clk, rst) ;
    DFF F28 (writeEnable, writeData[28], data[28], clk, rst) ;
    DFF F29 (writeEnable, writeData[29], data[29], clk, rst) ;
    DFF F30 (writeEnable, writeData[30], data[30], clk, rst) ;
    DFF F31 (writeEnable, writeData[31], data[31], clk, rst) ;
endmodule
`timescale 1ns / 1ps
module RegisterFile ( rs, rt , rd , regWrite , writeData , rsReadData , rtReadData , clk , rst ) ;
    input wire [4:0] rs, rt, rd ;    
    input wire regWrite, clk, rst ;  
    input wire signed [31:0] writeData ;     
    output reg signed [31:0] rsReadData, rtReadData ;    
    wire signed [1023:32] data ;     
    reg [31:1] writeEnable ;     
    Register R01 (writeEnable[1], writeData, data[63:32], clk, rst) ;
    Register R02 (writeEnable[2], writeData, data[95:64], clk, rst) ;
    Register R03 (writeEnable[3], writeData, data[127:96], clk, rst) ;
    Register R04 (writeEnable[4], writeData, data[159:128], clk, rst) ;
    Register R05 (writeEnable[5], writeData, data[191:160], clk, rst) ;
    Register R06 (writeEnable[6], writeData, data[223:192], clk, rst) ;
    Register R07 (writeEnable[7], writeData, data[255:224], clk, rst) ;
    Register R08 (writeEnable[8], writeData, data[287:256], clk, rst) ;
    Register R09 (writeEnable[9], writeData, data[319:288], clk, rst) ;
    Register R10 (writeEnable[10], writeData, data[351:320], clk, rst) ;
    Register R11 (writeEnable[11], writeData, data[383:352], clk, rst) ;
    Register R12 (writeEnable[12], writeData, data[415:384], clk, rst) ;
    Register R13 (writeEnable[13], writeData, data[447:416], clk, rst) ;
    Register R14 (writeEnable[14], writeData, data[479:448], clk, rst) ;
    Register R15 (writeEnable[15], writeData, data[511:480], clk, rst) ;
    Register R16 (writeEnable[16], writeData, data[543:512], clk, rst) ;
    Register R17 (writeEnable[17], writeData, data[575:544], clk, rst) ;
    Register R18 (writeEnable[18], writeData, data[607:576], clk, rst) ;
    Register R19 (writeEnable[19], writeData, data[639:608], clk, rst) ;
    Register R20 (writeEnable[20], writeData, data[671:640], clk, rst) ;
    Register R21 (writeEnable[21], writeData, data[703:672], clk, rst) ;
    Register R22 (writeEnable[22], writeData, data[735:704], clk, rst) ;
    Register R23 (writeEnable[23], writeData, data[767:736], clk, rst) ;
    Register R24 (writeEnable[24], writeData, data[799:768], clk, rst) ;
    Register R25 (writeEnable[25], writeData, data[831:800], clk, rst) ;
    Register R26 (writeEnable[26], writeData, data[863:832], clk, rst) ;
    Register R27 (writeEnable[27], writeData, data[895:864], clk, rst) ;
    Register R28 (writeEnable[28], writeData, data[927:896], clk, rst) ;
    Register R29 (writeEnable[29], writeData, data[959:928], clk, rst) ;
    Register R30 (writeEnable[30], writeData, data[991:960], clk, rst) ;
    RegisterNeg R31 (writeEnable[31], writeData, data[1023:992], clk, rst) ;
    always @ ( * ) begin
        if ( ~ regWrite )
            writeEnable <= 32'b0 ;
        else begin   
            writeEnable <= 32'b0 ;
            case ( rd )  
                5'b00001: writeEnable[1] <= 1'b1 ;
                5'b00010: writeEnable[2] <= 1'b1 ;
                5'b00011: writeEnable[3] <= 1'b1 ;
                5'b00100: writeEnable[4] <= 1'b1 ;
                5'b00101: writeEnable[5] <= 1'b1 ;
                5'b00110: writeEnable[6] <= 1'b1 ;
                5'b00111: writeEnable[7] <= 1'b1 ;
                5'b01000: writeEnable[8] <= 1'b1 ;
                5'b01001: writeEnable[9] <= 1'b1 ;
                5'b01010: writeEnable[10] <= 1'b1 ;
                5'b01011: writeEnable[11] <= 1'b1 ;
                5'b01100: writeEnable[12] <= 1'b1 ;
                5'b01101: writeEnable[13] <= 1'b1 ;
                5'b01110: writeEnable[14] <= 1'b1 ;
                5'b01111: writeEnable[15] <= 1'b1 ;
                5'b10000: writeEnable[16] <= 1'b1 ;
                5'b10001: writeEnable[17] <= 1'b1 ;
                5'b10010: writeEnable[18] <= 1'b1 ;
                5'b10011: writeEnable[19] <= 1'b1 ;
                5'b10100: writeEnable[20] <= 1'b1 ;
                5'b10101: writeEnable[21] <= 1'b1 ;
                5'b10110: writeEnable[22] <= 1'b1 ;
                5'b10111: writeEnable[23] <= 1'b1 ;
                5'b11000: writeEnable[24] <= 1'b1 ;
                5'b11001: writeEnable[25] <= 1'b1 ;
                5'b11010: writeEnable[26] <= 1'b1 ;
                5'b11011: writeEnable[27] <= 1'b1 ;
                5'b11100: writeEnable[28] <= 1'b1 ;
                5'b11101: writeEnable[29] <= 1'b1 ;
                5'b11110: writeEnable[30] <= 1'b1 ;
                default: writeEnable[31] <= 1'b1 ;   
            endcase
        end
        case ( rs )  
            5'b00000: rsReadData <= 32'd0 ;      
            5'b00001: rsReadData <= data[63:32] ;
            5'b00010: rsReadData <= data[95:64] ;
            5'b00011: rsReadData <= data[127:96] ;
            5'b00100: rsReadData <= data[159:128] ;
            5'b00101: rsReadData <= data[191:160] ;
            5'b00110: rsReadData <= data[223:192] ;
            5'b00111: rsReadData <= data[255:224] ;
            5'b01000: rsReadData <= data[287:256] ;
            5'b01001: rsReadData <= data[319:288] ;
            5'b01010: rsReadData <= data[351:320] ;
            5'b01011: rsReadData <= data[383:352] ;
            5'b01100: rsReadData <= data[415:384] ;
            5'b01101: rsReadData <= data[447:416] ;
            5'b01110: rsReadData <= data[479:448] ;
            5'b01111: rsReadData <= data[511:480] ;
            5'b10000: rsReadData <= data[543:512] ;
            5'b10001: rsReadData <= data[575:544] ;
            5'b10010: rsReadData <= data[607:576] ;
            5'b10011: rsReadData <= data[639:608] ;
            5'b10100: rsReadData <= data[671:640] ;
            5'b10101: rsReadData <= data[703:672] ;
            5'b10110: rsReadData <= data[735:704] ;
            5'b10111: rsReadData <= data[767:736] ;
            5'b11000: rsReadData <= data[799:768] ;
            5'b11001: rsReadData <= data[831:800] ;
            5'b11010: rsReadData <= data[863:832] ;
            5'b11011: rsReadData <= data[895:864] ;
            5'b11100: rsReadData <= data[927:896] ;
            5'b11101: rsReadData <= data[959:928] ;
            5'b11110: rsReadData <= data[991:960] ;
            default: rsReadData <= data[1023:992] ;   
        endcase
        case ( rt )  
            5'b00000: rtReadData <= 32'd0 ;      
            5'b00001: rtReadData <= data[63:32] ;
            5'b00010: rtReadData <= data[95:64] ;
            5'b00011: rtReadData <= data[127:96] ;
            5'b00100: rtReadData <= data[159:128] ;
            5'b00101: rtReadData <= data[191:160] ;
            5'b00110: rtReadData <= data[223:192] ;
            5'b00111: rtReadData <= data[255:224] ;
            5'b01000: rtReadData <= data[287:256] ;
            5'b01001: rtReadData <= data[319:288] ;
            5'b01010: rtReadData <= data[351:320] ;
            5'b01011: rtReadData <= data[383:352] ;
            5'b01100: rtReadData <= data[415:384] ;
            5'b01101: rtReadData <= data[447:416] ;
            5'b01110: rtReadData <= data[479:448] ;
            5'b01111: rtReadData <= data[511:480] ;
            5'b10000: rtReadData <= data[543:512] ;
            5'b10001: rtReadData <= data[575:544] ;
            5'b10010: rtReadData <= data[607:576] ;
            5'b10011: rtReadData <= data[639:608] ;
            5'b10100: rtReadData <= data[671:640] ;
            5'b10101: rtReadData <= data[703:672] ;
            5'b10110: rtReadData <= data[735:704] ;
            5'b10111: rtReadData <= data[767:736] ;
            5'b11000: rtReadData <= data[799:768] ;
            5'b11001: rtReadData <= data[831:800] ;
            5'b11010: rtReadData <= data[863:832] ;
            5'b11011: rtReadData <= data[895:864] ;
            5'b11100: rtReadData <= data[927:896] ;
            5'b11101: rtReadData <= data[959:928] ;
            5'b11110: rtReadData <= data[991:960] ;
            default: rtReadData <= data[1023:992] ;   
        endcase
    end
endmodule
`timescale 1ns / 1ps
module RegisterNeg ( writeEnable , writeData , data , clk , rst ) ;
    input wire writeEnable, clk, rst ;
    input wire [31:0] writeData ;
    output wire [31:0] data ;
    DFF_NEG F00 (writeEnable, writeData[0], data[0], clk, rst) ;
    DFF_NEG F01 (writeEnable, writeData[1], data[1], clk, rst) ;
    DFF_NEG F02 (writeEnable, writeData[2], data[2], clk, rst) ;
    DFF_NEG F03 (writeEnable, writeData[3], data[3], clk, rst) ;
    DFF_NEG F04 (writeEnable, writeData[4], data[4], clk, rst) ;
    DFF_NEG F05 (writeEnable, writeData[5], data[5], clk, rst) ;
    DFF_NEG F06 (writeEnable, writeData[6], data[6], clk, rst) ;
    DFF_NEG F07 (writeEnable, writeData[7], data[7], clk, rst) ;
    DFF_NEG F08 (writeEnable, writeData[8], data[8], clk, rst) ;
    DFF_NEG F09 (writeEnable, writeData[9], data[9], clk, rst) ;
    DFF_NEG F10 (writeEnable, writeData[10], data[10], clk, rst) ;
    DFF_NEG F11 (writeEnable, writeData[11], data[11], clk, rst) ;
    DFF_NEG F12 (writeEnable, writeData[12], data[12], clk, rst) ;
    DFF_NEG F13 (writeEnable, writeData[13], data[13], clk, rst) ;
    DFF_NEG F14 (writeEnable, writeData[14], data[14], clk, rst) ;
    DFF_NEG F15 (writeEnable, writeData[15], data[15], clk, rst) ;
    DFF_NEG F16 (writeEnable, writeData[16], data[16], clk, rst) ;
    DFF_NEG F17 (writeEnable, writeData[17], data[17], clk, rst) ;
    DFF_NEG F18 (writeEnable, writeData[18], data[18], clk, rst) ;
    DFF_NEG F19 (writeEnable, writeData[19], data[19], clk, rst) ;
    DFF_NEG F20 (writeEnable, writeData[20], data[20], clk, rst) ;
    DFF_NEG F21 (writeEnable, writeData[21], data[21], clk, rst) ;
    DFF_NEG F22 (writeEnable, writeData[22], data[22], clk, rst) ;
    DFF_NEG F23 (writeEnable, writeData[23], data[23], clk, rst) ;
    DFF_NEG F24 (writeEnable, writeData[24], data[24], clk, rst) ;
    DFF_NEG F25 (writeEnable, writeData[25], data[25], clk, rst) ;
    DFF_NEG F26 (writeEnable, writeData[26], data[26], clk, rst) ;
    DFF_NEG F27 (writeEnable, writeData[27], data[27], clk, rst) ;
    DFF_NEG F28 (writeEnable, writeData[28], data[28], clk, rst) ;
    DFF_NEG F29 (writeEnable, writeData[29], data[29], clk, rst) ;
    DFF_NEG F30 (writeEnable, writeData[30], data[30], clk, rst) ;
    DFF_NEG F31 (writeEnable, writeData[31], data[31], clk, rst) ;
endmodule
==> flow/run.sh <==
#!/bin/bash
# OpenROAD 26Q1-2900-gdf79404cd8, Yosys 0.63+post, stock flow scripts
make -C /OpenROAD-flow-scripts/flow DESIGN_CONFIG=/design/flow/config.mk WORK_HOME=/design/flow/orfs finish
==> flow/config.mk <==
export PLATFORM = sky130hd
export DESIGN_NAME = RegisterFile
export DESIGN_NICKNAME = RegisterFile
export VERILOG_FILES = /design/flow/design.v
export SDC_FILE = /design/flow/constraint.sdc
export NUM_CORES = 4
export LEC_CHECK = 1
export CORE_UTILIZATION = 30
==> flow/constraint.sdc <==
current_design RegisterFile

set clk_period 8.5
set clk_io_pct 0.2

create_clock -name clk0 -period $clk_period [get_ports {clk}]

set non_clock_inputs [all_inputs -no_clocks]
set_input_delay [expr $clk_period * $clk_io_pct] -clock clk0 $non_clock_inputs
set_output_delay [expr $clk_period * $clk_io_pct] -clock clk0 [all_outputs]
==> metrics.yaml <==
layout:
  post_layout_nonfiller_instances: 8429
  syn_to_final_growth_pct: 17.2
  drive_gt1_share_pct: 10.1
  layout_top_cell: "nand2_1"
  final_util_pct: 35.6
  lay_top_cells: "2109 x nand2_1, 1030 x a21oi_1, 992 x dfxtp_1"
  fill_cells: 15700
floorplanning:
  core_um2: 155000
  dieHeight_um: 398
  fp-row-count: 144
  die_area_um2: 158000
  die_x_um: 398
  pin_count: 114
  core_util_floorplan_pct: 30.4
clock_tree:
  clock_path_buffers: 3
  clock-sinks: 992
  htree_levels: 3
  clock_latency_ns: 0.77
  post_cts_resize_count: 2
  ctsHoldBuffers: 0
  tritoncts: "built"
  postCtsSetupBuffers: 0
  path_clk_slew_ns: 0.06
  cts-root-buf: "clkbuf_16"
  numCtsBuffers: 110
drt:
  drc: 0
  routed_wl_um: 319000
  routedWlPerCell_um: 37.9
  avgViaCountPerCell: 6.68
  via_count: 56300
  postRouteAntennaNets: 0
  drt_first_pass_iters: 9
  drtIter0Drc: 9220
logic_synthesis:
  logic_family: "AND-OR/OR-AND gates"
  ys_types: 72
  ys_sh_xor_pct: 0
  synth_flops: 992
  yosysCellCount: 6319
  synthCells: 6319
  mux_share_pct: 2.04
  syn-cell-area_um2: 47000
  synth-edff-count: 0
  ff_type: "dfxtp_1"
  ys_seq_share_pct: 42.3
  postSynthAreaPerCell_um2: 7.43
  aoi_share_pct: 26.7
  ys_area_um2: 47000
  ys_async_sr_fraction_pct: 0
  simple_gate_area_share_pct: 23.2
  ys_sh_adder_pct: 0
  ys_warn_count: 3
worst_hold_path:
  holdPathStages: 2
  min_from: "R04.F24.data"
  holdPathEnd: "R04.F24.data"
  hp-class: "register to register"
sta:
  slew_violations: 0
  worst_clock_skew_ns: 0
  tns_ns: 0
  setup_viol: 0
  max_slew_margin_pct: 27.0
  rsz0062_at_grt: "no"
  max_slew.worst_pin.slew_ns: 1.10
  finalHoldViolations: 0
setup_path:
  critical_path_class: "register to output pin"
  max_stage_delay_ns: 0.53
  r2r_cells: 2
  rrSetupSlack_ns: 7.64
  cp_cell_sequence: "a22oi_1, and4_1, nand4_1, or4_4, clkdlybuf4s50_1"
  critPathArrivalTime_ns: 6.76
  cp_max_fo: 3
  required_ns: 6.80
  start_kind: "register"
  critical-path-top-delay-family: "simple AND/OR/NAND/NOR gates"
  r2r_end: "R23.F15.data"
  critPathBufInv: 1
  critPathSlowestCell: "or4_4"
  endpoint_kind: "output pin"
  r2r_start: "R23.F15.data"
global_route:
  grt_antenna_before_repair: 33
  grt_first_pass_wirelength_um: 427000
  grt-ovfl-total: 0
  grt_usage_pct: 40.4
  grt_pass1_vias: 51400
  grt_max_degree: 67
run:
  drv_cap: 0
  warning_count: 57
placement:
  dpl.hpwl_um: 193000
  io_buffers: 113
  dp.cells: 8164
  gp_congestion: 1.10
power_and_ir_drop:
  vdd_drop_max_mv: 0.193
  leakage_nw: 17.9
  power_density_nw_per_um2: 194
outcome:
  status: "finished, final reports clean"
-- cell families after synthesis --
logic type | after synthesis
DFF | 992
and+or+nand+nor | 2643
buffers and inverters | 613
muxes | 94
AOI/OAI and AO/OA | 1977
-- cell usage after synthesis (22+ instances only) --
cell type	instances	share of area, %
nand3_1	41	0.44
buf_4	37	0.59
a22o_1	45	0.84
a221oi_1	45	0.84
clkbuf_1	422	3.4
nor2_2	24	0.32
buf_2	128	1.4
nor2_1	179	1.4
a21oi_1	1030	11
a22oi_1	684	11
a222oi_1	41	0.87
o2bb2ai_1	22	0.41
nor4_1	23	0.31
dfxtp_1	992	42
nand2_1	2141	17
mux2i_1	84	1.8
nor3_1	31	0.33
nand4_1	92	1.2
-- final cells by class --
class                           instances  area [um2]  share of cell area [%]
Antenna cell                           28        70.1                   0.127
Clock buffer                          143        3190                    5.78
Clock inverter                         95         767                    1.39
Inverter                                6        22.5                  0.0409
Multi-Input combinational cell       4714       25000                    45.4
Sequential cell                       992       19900                    36.1
Tap cell                             2044        2560                    4.64
Timing Repair Buffer                  407        3620                    6.57
-- worst reg2reg max path, cell delays in order, from the launching register on --
cell and delay, ns:
dfxtp_1 0.56, nand2_1 0.09, a21oi_1 0.15
-- where the power goes --
part	internal, W	switching, W	leakage, nW	total [W]
logic	0.000148	0.000609	7.87	0.000757
registers	0.00469	0.0000341	8.00	0.00472
clock network	0.00295	0.00225	2.03	0.00521
-- how the worst max path moves through the flow --
stage	start	endpoint	slack [ns]	cells past startpoint
final	R31.F03.data	rtReadData[3]	0.04	5
after CTS	R31.F03.data	rtReadData[3]	0.06	5
after global routing	R31.F03.data	rtReadData[3]	0.009	5
-- per-layer routing --
layer  wire (um)  global-route usage [%]  up-vias  part of all wire (%)
met5        1400                    4.03        -                  0.44
met1      108000                    48.3    26500                    34
met2      119000                    51.3     5700                    37
met3       62300                    28.2     1878                    20
met4       28500                    25.3       67                   8.9
li1            -                       -    22100                     -
-- through the flow --
| stage | setup slack (ns) | power [W] | cell area, um2 | hold WS [ns] |
|---|---|---|---|---|
| 4_1_cts | 0.0582 | 0.0106 | 55000 | 0.470 |
| 2_1_floorplan | 1.32 | 0.00515 | 47000 | 0.444 |
| 6_report | 0.0442 | 0.0107 | 55100 | 0.469 |
| 3_5_place_dp | 0.230 | 0.00553 | 51100 | 0.460 |
| 3_3_place_gp | 0.275 | 0.00553 | 51100 | 0.455 |
| 5_1_grt | 0.00867 | 0.0108 | 55000 | 0.483 |
Power is estimated from default activity; no workload was simulated.
