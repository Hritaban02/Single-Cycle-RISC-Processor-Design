===== flow/config.mk =====
export PLATFORM = sky130hd
export DESIGN_NAME = CLA32BitNoCarry
export DESIGN_NICKNAME = CLA32BitNoCarry
export VERILOG_FILES = /design/flow/design.v
export SDC_FILE = /design/flow/constraint.sdc
export NUM_CORES = 4
export LEC_CHECK = 1
export CORE_AREA = 10 10 98 98
export DIE_AREA = 0 0 108 108

===== flow/constraint.sdc =====
current_design CLA32BitNoCarry

set clk_period 12.6
set clk_io_pct 0.2

create_clock -name clk0 -period $clk_period

set non_clock_inputs [all_inputs -no_clocks]
set_input_delay [expr $clk_period * $clk_io_pct] -clock clk0 $non_clock_inputs
set_output_delay [expr $clk_period * $clk_io_pct] -clock clk0 [all_outputs]

===== flow/design.v =====
`timescale 1ns / 1ps
module CLA32BitNoCarry ( s, a , b ) ;
	input [31:0] a, b ;		 
	output [31:0] s ;		 
	wire [1:0] P, G, C ;
	CLA_16_bit C0 (.BP(P[0]), .BG(G[0]), .s(s[15:0]), .a(a[15:0]), .b(b[15:0]), .c_in(1'b0)) ;	 
	CLA_16_bit C1 (.BP(P[1]), .BG(G[1]), .s(s[31:16]), .a(a[31:16]), .b(b[31:16]), .c_in(C[0])) ;
	LookAhead_Carry_Unit_Level_2 LAC (.C(C), .P(P), .G(G), .c_in(1'b0)) ;	 
endmodule
`timescale 1ns / 1ps
module CLA_16_bit ( s , BP , BG , a , b , c_in ) ;
	input [15:0] a, b ;		 
	input c_in ;			 
	output [15:0] s ;		 
	output BP, BG ;			 
	wire [3:0] P, G, C ;
	CLA_4_bit C0 (.PP(P[0]), .GG(G[0]), .s(s[3:0]), .a(a[3:0]), .b(b[3:0]), .c_in(c_in)) ;
	CLA_4_bit C1 (.PP(P[1]), .GG(G[1]), .s(s[7:4]), .a(a[7:4]), .b(b[7:4]), .c_in(C[0])) ;
	CLA_4_bit C2 (.PP(P[2]), .GG(G[2]), .s(s[11:8]), .a(a[11:8]), .b(b[11:8]), .c_in(C[1])) ;
	CLA_4_bit C3 (.PP(P[3]), .GG(G[3]), .s(s[15:12]), .a(a[15:12]), .b(b[15:12]), .c_in(C[2])) ;
	LookAhead_Carry_Unit_Level_1 LAC (.C(C), .BP(BP), .BG(BG), .P(P), .G(G), .c_in(c_in)) ;
endmodule
`timescale 1ns / 1ps
module CLA_4_bit( PP , GG , s , a , b , c_in ) ;
	input [3:0] a, b ;		 
	input c_in ;			 
	output [3:0] s ;		 
	output PP, GG ;			 
	wire [3:0] P, G ;		 
	wire C1, C2, C3 ;		 
	assign P[0] = a[0] ^ b[0] ,	 
		   P[1] = a[1] ^ b[1] ,
		   P[2] = a[2] ^ b[2] ,
		   P[3] = a[3] ^ b[3] ;
	assign G[0] = a[0] & b[0] ,	 
		   G[1] = a[1] & b[1] ,
		   G[2] = a[2] & b[2] ,
		   G[3] = a[3] & b[3] ;
	assign PP = P[3] & P[2] & P[1] & P[0] ;  
	assign GG = G[3] | (P[3] & (G[2] | (P[2] & (G[1] | (P[1] & G[0]))))) ;	 
	assign C1 = G[0] | (P[0] & c_in) ;	 
	assign C2 = G[1] | (P[1] & C1) ;	 
	assign C3 = G[2] | (P[2] & (G[1] | (P[1] & C1))) ;	 
	assign s[0] = P[0] ^ c_in ;	 
	assign s[1] = P[1] ^ C1 ;	 
	assign s[2] = P[2] ^ C2 ;	 
	assign s[3] = P[3] ^ C3 ;	 
endmodule
`timescale 1ns / 1ps
module LookAhead_Carry_Unit_Level_1( C , BP , BG , P , G , c_in ) ;
	input [3:0] P, G ;	 
	input c_in ;		 
	output [3:0] C ;	 
	output BP, BG ;		 
	assign C[0] = G[0] | (P[0] & c_in) ;	 
	assign C[1] = G[1] | (P[1] & (G[0] | (P[0] & c_in))) ;	 
	assign C[2] = G[2] | (P[2] & (G[1] | (P[1] & (G[0] | (P[0] & c_in))))) ;	 
	assign C[3] = G[3] | (P[3] & (G[2] | (P[2] & (G[1] | (P[1] & (G[0] | (P[0] & c_in))))))) ;	 
	assign BP = P[0] & P[1] & P[2] & P[3] ;	 
	assign BG = G[3] | (P[3] & G[2]) | (P[3] & P[2] & G[1]) | (P[3] & P[2] & P[1] & G[0]) ;	 
endmodule
`timescale 1ns / 1ps
module LookAhead_Carry_Unit_Level_2 ( C , P , G , c_in ) ;
	input [1:0] P, G ;	 
	input c_in ;		 
	output [1:0] C ;	 
	assign C[0] = G[0] | (P[0] & c_in) ;	 
	assign C[1] = G[1] | (P[1] & (G[0] | (P[0] & c_in))) ;	 
endmodule

===== flow/run.sh =====
#!/bin/bash
# OpenROAD 26Q1-2900-gdf79404cd8, Yosys 0.63+post, stock flow scripts
make -C /OpenROAD-flow-scripts/flow DESIGN_CONFIG=/design/flow/config.mk WORK_HOME=/design/flow/orfs finish

==> ci_impl_report.md <==
### Flow metrics

| Metric | Value |
|---|---|
| Storage cell area | `0 um2` |
| Setup Crit Path Kind | `input pin to output port` |
| Critical Path Sink Type | `output port` |
| Hold endpoint | `s[0]` |
| Die height | `approximately 110 um` |
| Netlist cell types | `24` |
| DRC viols | `0` |
| Crit start category | `input pin` |
| Max Cap Viol | `0` |
| Leak | `between 0.9 and 1 nW` |
| Routed Antenna Nets | `0` |
| CP Data Required Time | `a little over 10 ns` |
| First-pass GRT wire length | `between 6 and 7 mm` |
| Post-synth seq share | `0%` |
| Measured slew at the worst slew-check pin | `roughly 0.33 ns` |
| Mapped Area | `1140 um2` |
| Row count | `32` |
| Ao+oa area frac | `between 10% and 20%` |
| TNS Setup | `0 ns` |
| Top-area cell share | `42.1%` |
| Vias in the first global route | `approximately 1200` |
| Status | `completed` |
| Largest net degree at the start of global routing | `5` |
| Core Region | `approximately 7600 um2` |
| Critical path cell sequence | `clkdlybuf4s50_1 > ha_1 > fa_1 > fa_1 > inv_1 > fa_1 > nor2b_1 > o2111ai_2 > a21oi_1 > o31ai_2 > a31oi_1 > fa_1 > fa_1 > fa_1 > xnor2_1 > clkdlybuf4s50_1` |
| Fin. max-slew vios | `0` |
| Final setup violation count | `0` |
| DRT Pass-1 Iters | `4` |
| Syn_area_per_cell | `~11 um2` |
| Critical Path Max Stage Delay | `approximately 0.48 ns` |
| Synth Area in Adders | `a little under 70%` |
| Hold path start | `b[0]` |
| IO Port Bufs | `between 90 and 100` |
| Hold WS | `between 6 and 7 ns` |
| Slew HR | `between 70% and 80%` |
| Hold path cells | `3` |
| Place WS | `between 3 and 4 ns` |
| Comb area leader | `adder cells` |
| # Cells Yosys | `roughly 110` |
| Leading area contributor after synthesis | `fa_1` |
| Die X | `about 110 um` |
| Power per Cell Area | `about 47 nW/um2` |
| Mux area share | `0%` |
| Area Overhead vs Synth | `95.3%` |
| Largest cells by area | `fa_1, ha_1, a21oi_1` |
| Via count | `approximately 1200` |
| Synth Area in Simple Gates | `6.35%` |
| Maximum vdd drop | `between 0.000015 and 0.00002 V` |
| Post-CTS Setup Bufs | `0` |
| Critical path arrival | `6.83 ns` |
| Via density per instance | `3.84` |
| DRT iter0 DRCs | `6` |
| RSZ-0062 raised after global routing | `false` |
| Crit path top cell by count | `fa_1` |
| Yosys warnings | `0` |
| Final Wtd Congestion | `between 0.8 and 0.9` |
| All-Layer GR Usage | `6.32%` |
| Combinational Area | `between 1000 and 1500 um2` |
| HP Class | `input pin to output port` |
| Xor+xnor area frac | `under 10%` |
| Slowest cell on crit path | `clkdlybuf4s50_1` |
| Post-cts resize count | `0` |
| CTS Hold Bufs | `0` |
| Share of cells above drive strength 1 | `approximately 2.5%` |
| Setup ws final | `3.25 ns` |
| Post-synth top cells | `ha_1, fa_1, a21oi_1` |
| Clk_buf instances | `0` |
| Final Util | `29.2%` |
| Initial antenna violation count | `0` |
| Mapped Cells | `approximately 110` |
| Yosys stat area | `roughly 1100 um2` |
| Final hold violation count | `0` |
| Initial Util | `14.9%` |
| Log Warnings | `32` |
| Largest fanout on the critical path | `3` |
| Routed wire length | `3.80 mm` |
| Seq_cells | `0` |
| Fmax | `107 MHz` |
| Total power | `0.105 mW` |
| Gr ovfl total | `0` |
| IO Pins | `between 90 and 100` |
| Drt wl/cell | `roughly 13 um` |
| Final Cycle Share | `between 70% and 80%` |
| DP Wirelength | `3.72 mm` |
| Yosys top cell by instances | `ha_1` |
| # diodes | `0` |
| Die area | `between 10000 and 15000 um2` |
| Fin crit period | `a little over 9 ns` |
| Fill count | `between 700 and 800` |
## logic make-up after synthesis
logic type | Yosys count
AND/OR/NAND/NOR | 14
adder cells (fa/ha/maj) | 49
XOR/XNOR | 8
buffers and inverters | 8
AND-OR/OR-AND | 26
## cell usage in the layout, fill, tap and decap left out, drive strengths merged, types with 2 or more instances in the layout
cell type	n
xor2	6
xnor2	2
inv	8
a21o	4
o21ai	4
nand2	6
ha	25
clkdlybuf4s50	96
nand4	3
fa	24
a21oi	12
## critical path, delay by kind of cell
family / cells / cell delay, ns
AOI/OAI and AO/OA: 4 / 0.80
xor gates and xnor gates: 1 / 0.17
adders and majority gates: 7 / 2.32
buffers and inverters: 3 / 0.95
and+or+nand+nor: 1 / 0.06
## layout make-up
type / count / area share (%)
multi-input cells: 97 / 49.9
repair buffers: 96 / 43.1
well taps: 102 / 5.72
inverters: 8 / 1.35
## power by group
part / switching (mW) / internal, mW / total, mW
Combinational: 0.0329 / 0.0725 / 0.105
Clock: 0 / 0 / 0
Sequential: 0 / 0 / 0
Total: 0.0329 / 0.0725 / 0.105
## routing by layer
metal  wire length, um  track usage (%)  share of wire (%)
met2              1690             9.66                 44
met4                 0                0                  0
met1              1390             7.67                 36
met5                 0                0                  0
met3               730             4.40                 19
## how the worst max path moves through the flow
stage,cells past startpoint,from,slack (ns),endpoint
after CTS,16,a[0],3.17,s[31]
after global routing,16,a[0],3.01,s[31]
final,16,a[0],3.25,s[31]
## metrics by stage
| stage | area [um2] | std cells |
|---|---|---|
| final | 2230 | 303 |
| after global routing | 2230 | 303 |
| after CTS | 2230 | 303 |
| after detailed placement | 2230 | 303 |
| after global placement | 2230 | 303 |
| after floorplan | 1140 | 105 |
Power is estimated from default activity; no workload was simulated.
